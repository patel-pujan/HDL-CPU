$ cat config.mk
export PLATFORM = sky130hd
export DESIGN_NAME = ALU
export DESIGN_NICKNAME = ALU
export VERILOG_FILES = /design/flow/design.v
export SDC_FILE = /design/flow/constraint.sdc
export NUM_CORES = 4
export LEC_CHECK = 1
export CORE_UTILIZATION = 30
$ cat constraint.sdc
current_design ALU

set clk_period 19.5
set clk_io_pct 0.2

create_clock -name clk0 -period $clk_period

set non_clock_inputs [all_inputs -no_clocks]
set_input_delay [expr $clk_period * $clk_io_pct] -clock clk0 $non_clock_inputs
set_output_delay [expr $clk_period * $clk_io_pct] -clock clk0 [all_outputs]
$ cat design.v
`timescale 1ns/10ps
module ALU (result_o, zero_o, overflow_o, carryout_o, negative_o, ALUControl_i, A_i, B_i);
    parameter   REGISTER_LENGTH                 = 64;
    parameter   ALU_CONTROL_LENGTH              = 3;
    output  logic [REGISTER_LENGTH - 1 : 0]     result_o;
    output  logic                               zero_o;
    output  logic                               overflow_o;
    output  logic                               carryout_o;
    output  logic                               negative_o;
    input   logic [ALU_CONTROL_LENGTH - 1 : 0]  ALUControl_i;
    input   logic [REGISTER_LENGTH - 1 : 0]     A_i;
    input   logic [REGISTER_LENGTH - 1 : 0]     B_i;
    logic [REGISTER_LENGTH - 1 : 0]             B_not;
    logic [REGISTER_LENGTH - 1 : 0]             cout_add;
    logic [REGISTER_LENGTH - 1 : 0]             cout_sub;
    logic [REGISTER_LENGTH - 1 : 0]             cout;
    logic [7 : 0] [REGISTER_LENGTH - 1 : 0]     op_matrix;
    genvar i;
    generate
        for (i = 0; i < REGISTER_LENGTH; i++)
            not     not_b_i     (B_not[i], B_i[i]);
    endgenerate
    Full_Adder_N    add_res     (.S_o(op_matrix[2]), .C_out_o(cout_add), .A_i(A_i), .B_i(B_i), .C_in_i(1'b0));
    Full_Adder_N    sub_res     (.S_o(op_matrix[3]), .C_out_o(cout_sub), .A_i(A_i), .B_i(B_not), .C_in_i(1'b1));
    AND_N           and_res     (.out_o(op_matrix[4]), .A_i(A_i), .B_i(B_i));
    OR_N            or_res      (.out_o(op_matrix[5]), .A_i(A_i), .B_i(B_i));
    XOR_N           xor_res     (.out_o(op_matrix[6]), .A_i(A_i), .B_i(B_i));
    assign op_matrix[0] = B_i;
    assign op_matrix[1] = '0;
    assign op_matrix[7] = '0;
    MUX_Nx8x1       res_mux     (.outputs_o(result_o), .inputs_i(op_matrix), .selects_i(ALUControl_i));
    MUX_Nx2x1       cout_mux    (.outputs_o(cout), .inputs_i({cout_sub, cout_add}), .select_i(ALUControl_i[0]));
    zero_checker    zflag       (.flag_o(zero_o), .in_i(result_o));
    xor             xor_of      (overflow_o, cout[63], cout[62]);
    assign carryout_o = cout[63];
    assign negative_o = result_o[63];
endmodule
`timescale 1ns/10ps
module MUX_2x1 (out_o, in_zero_i, in_one_i, select_i);
    output  logic   out_o;
    input   logic   in_zero_i;
    input   logic   in_one_i;
    input   logic   select_i;
    logic           not_select;
    logic           and_zero;
    logic           and_one;
    not     NOT_SELECT  (not_select, select_i);
    and     AND_ZERO    (and_zero, in_zero_i, not_select);
    and     AND_ONE     (and_one, in_one_i, select_i);
    or      OR_OUT      (out_o, and_zero, and_one);
endmodule
`timescale 1ns/10ps
module MUX_Nx2x1(outputs_o, inputs_i, select_i);
    parameter   INPUT_LENGTH    = 64;
    parameter   INPUT_WIDTH     = 2;
    output  logic [INPUT_LENGTH - 1 : 0]                        outputs_o;
    input   logic [INPUT_WIDTH - 1 : 0] [INPUT_LENGTH - 1 : 0]  inputs_i;
    input   logic                                               select_i;
    genvar i;
    generate
        for (i = 0; i < INPUT_LENGTH; i++)
            MUX_2x1  mux_i   (.out_o(outputs_o[i]), .in_zero_i(inputs_i[0][i]), .in_one_i(inputs_i[1][i]), .select_i(select_i));
    endgenerate
endmodule
`timescale 1ns/10ps
module MUX_Nx4x1(outputs_o, inputs_i, selects_i);
    parameter   INPUT_LENGTH    = 64;
    parameter   INPUT_WIDTH     = 4;
    parameter   SELECT_WIDTH    = $clog2(INPUT_WIDTH);
    output  logic [INPUT_LENGTH - 1 : 0]                        outputs_o;
    input   logic [INPUT_WIDTH - 1 : 0] [INPUT_LENGTH - 1 : 0]  inputs_i;
    input   logic [SELECT_WIDTH - 1 : 0]                        selects_i;
    logic [SELECT_WIDTH - 1 : 0] [INPUT_LENGTH - 1 : 0]         temp;
    MUX_Nx2x1   m1  (.outputs_o(temp[0]), .inputs_i(inputs_i[1:0]), .select_i(selects_i[0]));
    MUX_Nx2x1   m2  (.outputs_o(temp[1]), .inputs_i(inputs_i[3:2]), .select_i(selects_i[0]));
    MUX_Nx2x1   m3  (.outputs_o(outputs_o), .inputs_i(temp), .select_i(selects_i[1]));
endmodule
`timescale 1ns/10ps
module MUX_Nx8x1(outputs_o, inputs_i, selects_i);
    parameter   INPUT_LENGTH    = 64;
    parameter   INPUT_WIDTH     = 8;
    parameter   SELECT_WIDTH    = $clog2(INPUT_WIDTH);
    output  logic [INPUT_LENGTH - 1 : 0]                        outputs_o;
    input   logic [INPUT_WIDTH - 1 : 0] [INPUT_LENGTH - 1 : 0]  inputs_i;
    input   logic [SELECT_WIDTH - 1 : 0]                        selects_i;
    logic [1 : 0] [INPUT_LENGTH - 1 : 0]         temp;
    MUX_Nx4x1   m1  (.outputs_o(temp[0]), .inputs_i(inputs_i[3:0]), .selects_i(selects_i[1:0]));
    MUX_Nx4x1   m2  (.outputs_o(temp[1]), .inputs_i(inputs_i[7:4]), .selects_i(selects_i[1:0]));
    MUX_Nx2x1   m3  (.outputs_o(outputs_o), .inputs_i(temp), .select_i(selects_i[2]));
endmodule
`timescale 1ns/10ps
module AND_N (out_o, A_i, B_i);
    parameter   REGISTER_LENGTH                 = 64;
    output  logic [REGISTER_LENGTH - 1 : 0]     out_o; 
    input   logic [REGISTER_LENGTH - 1 : 0]     A_i;
    input   logic [REGISTER_LENGTH - 1 : 0]     B_i;
    genvar i;
    generate
        for (i = 0; i < REGISTER_LENGTH; i++) begin
            and     and_i   (out_o[i], A_i[i], B_i[i]);
        end
    endgenerate
endmodule
`timescale 1ns/10ps
module Full_Adder(S_o, C_out_o, A_i, B_i, C_in_i);
    output  logic   S_o;
    output  logic   C_out_o;
    input   logic   A_i;
    input   logic   B_i;
    input   logic   C_in_i;
    logic           AB;
    logic           BC_in;
    logic           AC_in;
    and     and_ab      (AB, A_i, B_i);
    and     and_bc      (BC_in, B_i, C_in_i);
    and     and_ac      (AC_in, A_i, C_in_i);
    or      or_c_out    (C_out_o, AB, BC_in, AC_in);
    xor     xor_s       (S_o, A_i, B_i, C_in_i);
endmodule
`timescale 1ns/10ps
module Full_Adder_N(S_o, C_out_o, A_i, B_i, C_in_i);
    parameter   REGISTER_WIDTH              = 64;
    output  logic [REGISTER_WIDTH - 1 : 0]  S_o;
    output  logic [REGISTER_WIDTH - 1 : 0]  C_out_o;
    input   logic [REGISTER_WIDTH - 1 : 0]  A_i;
    input   logic [REGISTER_WIDTH - 1 : 0]  B_i;
    input   logic                           C_in_i;
    Full_Adder  fa_i    (.S_o(S_o[0]), .C_out_o(C_out_o[0]), .A_i(A_i[0]), .B_i(B_i[0]), .C_in_i(C_in_i));
    genvar i;
    generate
        for(i = 1; i < REGISTER_WIDTH; i++) begin
            Full_Adder  fa_i    (.S_o(S_o[i]), .C_out_o(C_out_o[i]), .A_i(A_i[i]), .B_i(B_i[i]), .C_in_i(C_out_o[i-1]));
        end
    endgenerate
endmodule
`timescale 1ns/10ps
module OR_N (out_o, A_i, B_i);
    parameter   REGISTER_LENGTH                 = 64;
    output  logic [REGISTER_LENGTH - 1 : 0]     out_o; 
    input   logic [REGISTER_LENGTH - 1 : 0]     A_i;
    input   logic [REGISTER_LENGTH - 1 : 0]     B_i;
    genvar i;
    generate
        for (i = 0; i < REGISTER_LENGTH; i++) begin
            or  or_i    (out_o[i], A_i[i], B_i[i]);
        end
    endgenerate
endmodule
`timescale 1ns/10ps
module XOR_N (out_o, A_i, B_i);
    parameter   REGISTER_LENGTH                 = 64;
    output  logic [REGISTER_LENGTH - 1 : 0]     out_o; 
    input   logic [REGISTER_LENGTH - 1 : 0]     A_i;
    input   logic [REGISTER_LENGTH - 1 : 0]     B_i;
    genvar i;
    generate
        for (i = 0; i < REGISTER_LENGTH; i++) begin
            xor     xor_i   (out_o[i], A_i[i], B_i[i]);
        end
    endgenerate
endmodule
`timescale 1ns/10ps
module zero_checker (flag_o, in_i);
    parameter   REGISTER_LENGTH     = 64;
    output  logic                               flag_o; 
    input   logic [REGISTER_LENGTH - 1 : 0]     in_i;
    logic [REGISTER_LENGTH : 0]             temp;
    assign temp[0] = 1'b0;
    not     not_one     (flag_o, temp[REGISTER_LENGTH]);
    genvar i;
    generate
        for (i = 0; i < REGISTER_LENGTH; i++) begin
            or  or_i    (temp[i+1], in_i[i], temp[i]);
        end
    endgenerate
endmodule
$ cat run.sh
#!/bin/bash
# OpenROAD 26Q1-2900-gdf79404cd8, Yosys 0.63+post, stock flow scripts
make -C /OpenROAD-flow-scripts/flow DESIGN_CONFIG=/design/flow/config.mk WORK_HOME=/design/flow/orfs finish
==> deck_impl_summary.md <==
Physical Implementation Snapshot

Drt
  • Count of unresolved DRC violations after routing: 0
  • Via Count: 6,978
  • Remaining antenna violation count after routing: 0
  • Iteration-0 DRC Markers: approximately 340
  • Via/cell ratio: 4.95
  • Number of detailed-routing iterations run before antenna repair: 4
  • WL/cell: around 18 µm
  • Detailed Route WL: about 25 mm
  • Number of antenna diodes: 0

GRT
  • GRT Resource Usage Total: around 18%
  • Vias in the first global route: 7,194
  • Grt total ovfl: 0
  • Global-route wire length before repair: between 30 and 40 mm
  • Largest net degree at the start of global routing: 68
  • Number of antenna violations at the first check in global routing: 1

Worst setup path
  • Crit path top cell by count: sky130_fd_sc_hd__fa_2
  • Critical Path RT: between 15 and 20 ns
  • Crit-path max FO: 2
  • Setup crit end kind: output pin
  • Crit Path Category: in -> out
  • Biggest cell delay along the critical path: about 0.52 ns
  • Crit path launch type: input pin
  • Data arrival, critical path: around 28 ns
  • Critical-path cell with the highest stage delay: sky130_fd_sc_hd__fa_2

Power and ir drop
  • Power density over the cells: around 27 nW/µm²
  • Reported net switching power: between 0.1 and 0.15 mW
  • Clock network fraction of design power: 0%
  • Sequential power share: 0%
  • Static Leak: just over 5 nW
  • Tot Pwr: between 0.3 and 0.4 mW
  • Internal Power: between 0.15 and 0.2 mW
  • Maximum ir drop on the vdd rail: 11.8 µV
  • Switching fraction of total power: a little under half
  • Power share of the combinational group: 100.0%

Synthesis
  • Synth Area in Compound Gates: between 10% and 20%
  • Largest area contributor in the synthesized netlist: sky130_fd_sc_hd__fa_1
  • Dominant combinational family: adder cells
  • Xor/xnor cell area share of the yosys netlist: 0.105%
  • Cells after Synth: approximately 850
  • Yosys adder share: roughly 50%
  • Post-Synth Simple-Gate Area: ~2%
  • Syn_area_per_cell: ~9.7 µm²
  • Cell area leaders: sky130_fd_sc_hd__fa_1 30%, sky130_fd_sc_hd__ha_1 19%, sky130_fd_sc_hd__mux2i_1 15%
  • Multiplexer share of the synthesized area: approximately 15%
  • Unique cell types: 25
  • Number of warnings issued by yosys: 0
  • Synthesized cell area: ~8300 µm²
  • Seq share, synth: 0%
  • # Cells Yosys: 854
  • Summed standard-cell area reported by yosys: slightly above 8000 µm²
  • Max-area cell share: between 30% and 40%

Status
  • Failing checks: setup timing
  • Status: finished with violations

Final timing
  • Worst Slack Setup Final: -12.04 ns
  • Tightest hold margin: 8.60 ns
  • RSZ-0062 raised after global routing: yes
  • Final Hold Violating Endpoints: 0
  • Setup-violating endpoint count in the final report: 37
  • Setup_tns: -240.07 ns
  • Maximum achievable frequency: between 30 and 40 MHz
  • Final cycle utilization of the critical path: 162%
  • Clock period minus final worst setup slack: roughly 32 ns
  • Relative max-transition margin: approximately half
  • Max Transition Viols Final: 0
  • Measured slew at the worst slew-check pin: 0.736 ns

Floorplan
  • Effective utilization at floorplan: between 30% and 40%
  • Die height: 168 µm
  • Overall chip area: between 20,000 and 30,000 µm²
  • Ports: a little under 200
  • X dimension of the die: approximately 170 µm
  • Total number of placement rows: 60
  • Core outline area: roughly 27,000 µm²

Hold path
  • Worst Hold Depth: 5
  • Class of the tightest hold or removal check: in -> out
  • Start point of the worst hold path: ALUControl_i[0]
  • Worst-case hold path end point: result_o[58]

Flow run
  • Count of tool warnings: 100
  • Reported max-cap violation count: 0

Placement
  • Placed cell areas: 11,300 µm²
  • Number of cells after detailed placement: 1,404
  • Post-detailed-placement half-perimeter wirelength: a little over 20 mm
  • Post-Place Setup Slack: -12.91 ns
  • Port Buffers: 199
  • Placer congestion estimate: 0.892

Final layout
  • Layout Cells excl Fill: around 1,400
  • Layout cell share with drive strength beyond 1: between 30% and 40%
  • Final Cell Area: roughly 11,000 µm²
  • Fill cells: between 2,000 and 3,000
  • Fraction of the core area covered by cells at the end of the flow: 42.3%
  • Flop count: 0
  • Clock buffer count: 0
  • Area taken by flip-flops and latches: 0 µm²
  • Synthesis-to-layout area growth: 37.7%

CTS
  • Cts-stage hold buffer count: 0
-- cell usage in the layout, fill, tap and decap left out --
cell,netlist,routed
sky130_fd_sc_hd__clkdlybuf4s50_1,0,154
sky130_fd_sc_hd__inv_1,129,128
sky130_fd_sc_hd__mux2i_1,128,127
sky130_fd_sc_hd__ha_1,129,127
sky130_fd_sc_hd__fa_2,0,125
sky130_fd_sc_hd__buf_4,67,121
sky130_fd_sc_hd__o221ai_1,63,63
sky130_fd_sc_hd__o21a_1,63,61
sky130_fd_sc_hd__o22ai_1,63,43
sky130_fd_sc_hd__buf_6,7,36
sky130_fd_sc_hd__o22ai_2,0,20
sky130_fd_sc_hd__buf_2,23,17
sky130_fd_sc_hd__nor4_1,16,15
sky130_fd_sc_hd__nand4_1,4,4
sky130_fd_sc_hd__o21a_2,0,2
sky130_fd_sc_hd__nor4_2,1,2
sky130_fd_sc_hd__ha_4,0,2
sky130_fd_sc_hd__dlygate4sd2_1,0,2
sky130_fd_sc_hd__dlymetal6s2s_1,0,2
sky130_fd_sc_hd__clkbuf_2,0,2
sky130_fd_sc_hd__nand2_2,0,1
sky130_fd_sc_hd__nand2b_2,0,1
sky130_fd_sc_hd__mux2i_2,0,1
sky130_fd_sc_hd__o21ai_0,1,1
sky130_fd_sc_hd__o31a_1,1,1
sky130_fd_sc_hd__or3_1,1,1
sky130_fd_sc_hd__nand2_1,2,1
sky130_fd_sc_hd__nand3_1,1,1
sky130_fd_sc_hd__o311ai_0,1,1
sky130_fd_sc_hd__nor2_1,1,1
sky130_fd_sc_hd__a21oi_2,0,1
sky130_fd_sc_hd__xnor2_1,1,1
sky130_fd_sc_hd__inv_2,0,1
sky130_fd_sc_hd__fa_1,126,1
sky130_fd_sc_hd__buf_8,0,1
-- power groups by stage --
| stage | combinational (mW) | sequential, mW | clock, mW |
|---|---|---|---|
| 4_1_cts | 0.310 | 0 | 0 |
| 5_1_grt | 0.348 | 0 | 0 |
| 6_report | 0.309 | 0 | 0 |
-- logic make-up (layout without fill, tap and decap cells) --
group / Yosys count / in the layout
adder cells (fa/ha/maj): 255 / 255
buffers and inverters: 250 / 464
AND-OR/OR-AND: 193 / 193
multiplexers: 128 / 128
AND/OR/NAND/NOR: 27 / 27
XOR/XNOR: 1 / 1
-- critical path: cells and delay by family --
family	cells	cell delay (ns)
AND/OR/NAND/NOR	3	0.56
AND-OR/OR-AND	2	0.30
buffers and inverters	4	0.46
adder cells (fa/ha/maj)	64	22.37
-- timing repair --
item	in CTS	in global routing
setup endpoints to repair	40	39
buffers inserted	24	16
cloned	0	0
pin swaps	39	12
resized	135	32
-- Yosys cell counts (all sizes together) --
master / count
a21oi: 1
buf: 98
clkbuf: 23
fa: 126
ha: 129
inv: 129
mux2i: 128
nand2: 2
nand2b: 1
nand3: 1
nand4: 4
nor2: 1
nor4: 17
o21a: 63
o21ai: 1
o221ai: 63
o22ai: 63
o311ai: 1
o31a: 1
or3: 1
xnor2: 1
-- per-layer routing --
layer	global-route usage, %	wire (µm)	vias up
li1	-	-	3378
met1	25.4	11200	3397
met2	29.9	11700	191
met3	5.89	2160	10
met4	1.15	187	2
met5	0	8	-
-- cell type report --
cell class | instances | area [µm²] | area share (%)
Inverter | 129 | 484 | 4.23
Multi-Input combinational cell | 604 | 7520 | 65.8
Tap cell | 341 | 427 | 3.73
Timing Repair Buffer | 335 | 3010 | 26.3
-- worst max path at each step --
stage	startpoint	endpoint	slack, ns	cells past startpoint
4_1_cts	B_i[0]	zero_o	-12.16	73
5_1_grt	B_i[0]	zero_o	-12.64	74
6_report	B_i[0]	zero_o	-12.04	73
Power is estimated from default activity; no workload was simulated.
