==> flow/design.v <==
`timescale 1ns/10ps
module DECODER_E_1x2 (out_o, in_i, enable_i);
    parameter   INPUT_LENGTH    = 1;
    parameter   OUTPUT_WIDTH    = 2 ** INPUT_LENGTH; 
    output  logic   [OUTPUT_WIDTH - 1 : 0]  out_o;
    input   logic   [INPUT_LENGTH - 1 : 0]  in_i;
    input   logic                           enable_i;
    logic           not_in;
    not     NOT_IN      (not_in, in_i);
    and     AND_ZERO    (out_o[0], not_in, enable_i);
    and     AND_ONE     (out_o[1], in_i, enable_i);
endmodule
`timescale 1ns/10ps
module DECODER_E_2x4 (out_o, in_i, enable_i);
    parameter   INPUT_LENGTH    = 2;
    parameter   OUTPUT_WIDTH    = 2 ** INPUT_LENGTH; 
    output  logic   [OUTPUT_WIDTH - 1 : 0]  out_o;
    input   logic   [INPUT_LENGTH - 1 : 0]  in_i;
    input   logic                           enable_i;
    logic   [1 : 0]                         temp;
    DECODER_E_1x2   d1  (.out_o(temp), .in_i(in_i[1]), .enable_i(enable_i));
    DECODER_E_1x2   d2  (.out_o(out_o[1:0]), .in_i(in_i[0]), .enable_i(temp[0]));
    DECODER_E_1x2   d3  (.out_o(out_o[3:2]), .in_i(in_i[0]), .enable_i(temp[1]));
endmodule
`timescale 1ns/10ps
module DECODER_E_3x8 (out_o, in_i, enable_i);
    parameter   INPUT_LENGTH    = 3;
    parameter   OUTPUT_WIDTH    = 2 ** INPUT_LENGTH; 
    output  logic   [OUTPUT_WIDTH - 1 : 0]  out_o;
    input   logic   [INPUT_LENGTH - 1 : 0]  in_i;
    input   logic                           enable_i;
    logic   [1 : 0]                         temp;
    DECODER_E_1x2   d1  (.out_o(temp), .in_i(in_i[2]), .enable_i(enable_i));
    DECODER_E_2x4   d2  (.out_o(out_o[3:0]), .in_i(in_i[1:0]), .enable_i(temp[0]));
    DECODER_E_2x4   d3  (.out_o(out_o[7:4]), .in_i(in_i[1:0]), .enable_i(temp[1]));
endmodule
`timescale 1ns/10ps
module DECODER_E_4x16 (out_o, in_i, enable_i);
    parameter   INPUT_LENGTH    = 4;
    parameter   OUTPUT_WIDTH    = 2 ** INPUT_LENGTH; 
    output  logic   [OUTPUT_WIDTH - 1 : 0]  out_o;
    input   logic   [INPUT_LENGTH - 1 : 0]  in_i;
    input   logic                           enable_i;
    logic   [1 : 0]                         temp;
    DECODER_E_1x2   d1  (.out_o(temp), .in_i(in_i[3]), .enable_i(enable_i));
    DECODER_E_3x8   d2  (.out_o(out_o[7:0]), .in_i(in_i[2:0]), .enable_i(temp[0]));
    DECODER_E_3x8   d3  (.out_o(out_o[15:8]), .in_i(in_i[2:0]), .enable_i(temp[1]));
endmodule
`timescale 1ns/10ps
module DECODER_E_5x32 (out_o, in_i, enable_i);
    parameter   INPUT_LENGTH    = 5;
    parameter   OUTPUT_WIDTH    = 2 ** INPUT_LENGTH; 
    output  logic   [OUTPUT_WIDTH - 1 : 0]  out_o;
    input   logic   [INPUT_LENGTH - 1 : 0]  in_i;
    input   logic                           enable_i;
    logic   [1 : 0]                         temp;
    DECODER_E_1x2   d1  (.out_o(temp), .in_i(in_i[4]), .enable_i(enable_i));
    DECODER_E_4x16  d2  (.out_o(out_o[15:0]), .in_i(in_i[3:0]), .enable_i(temp[0]));
    DECODER_E_4x16  d3  (.out_o(out_o[31:16]), .in_i(in_i[3:0]), .enable_i(temp[1]));
endmodule
`timescale 1ns/10ps
module MUX_2x1 (out_o, in_zero_i, in_one_i, select_i);
    output  logic   out_o;
    input   logic   in_zero_i;
    input   logic   in_one_i;
    input   logic   select_i;
    logic           not_select;
    logic           and_zero;
    logic           and_one;
    not     NOT_SELECT  (not_select, select_i);
    and     AND_ZERO    (and_zero, in_zero_i, not_select);
    and     AND_ONE     (and_one, in_one_i, select_i);
    or      OR_OUT      (out_o, and_zero, and_one);
endmodule
`timescale 1ns/10ps
module MUX_Nx16x1(outputs_o, inputs_i, selects_i);
    parameter   INPUT_LENGTH    = 64;
    parameter   INPUT_WIDTH     = 16;
    parameter   SELECT_WIDTH    = $clog2(INPUT_WIDTH);
    output  logic [INPUT_LENGTH - 1 : 0]                        outputs_o;
    input   logic [INPUT_WIDTH - 1 : 0] [INPUT_LENGTH - 1 : 0]  inputs_i;
    input   logic [SELECT_WIDTH - 1 : 0]                        selects_i;
    logic [1 : 0] [INPUT_LENGTH - 1 : 0]         temp;
    MUX_Nx8x1   m1  (.outputs_o(temp[0]), .inputs_i(inputs_i[7:0]), .selects_i(selects_i[2:0]));
    MUX_Nx8x1   m2  (.outputs_o(temp[1]), .inputs_i(inputs_i[15:8]), .selects_i(selects_i[2:0]));
    MUX_Nx2x1   m3  (.outputs_o(outputs_o), .inputs_i(temp), .select_i(selects_i[3]));
endmodule
`timescale 1ns/10ps
module MUX_Nx2x1(outputs_o, inputs_i, select_i);
    parameter   INPUT_LENGTH    = 64;
    parameter   INPUT_WIDTH     = 2;
    output  logic [INPUT_LENGTH - 1 : 0]                        outputs_o;
    input   logic [INPUT_WIDTH - 1 : 0] [INPUT_LENGTH - 1 : 0]  inputs_i;
    input   logic                                               select_i;
    genvar i;
    generate
        for (i = 0; i < INPUT_LENGTH; i++)
            MUX_2x1  mux_i   (.out_o(outputs_o[i]), .in_zero_i(inputs_i[0][i]), .in_one_i(inputs_i[1][i]), .select_i(select_i));
    endgenerate
endmodule
`timescale 1ns/10ps
module MUX_Nx32x1(outputs_o, inputs_i, selects_i);
    parameter   INPUT_LENGTH    = 64;
    parameter   INPUT_WIDTH     = 32;
    parameter   SELECT_WIDTH    = $clog2(INPUT_WIDTH);
    output  logic [INPUT_LENGTH - 1 : 0]                        outputs_o;
    input   logic [INPUT_WIDTH - 1 : 0] [INPUT_LENGTH - 1 : 0]  inputs_i;
    input   logic [SELECT_WIDTH - 1 : 0]                        selects_i;
    logic [1 : 0] [INPUT_LENGTH - 1 : 0]         temp;
    MUX_Nx16x1  m1  (.outputs_o(temp[0]), .inputs_i(inputs_i[15:0]), .selects_i(selects_i[3:0]));
    MUX_Nx16x1  m2  (.outputs_o(temp[1]), .inputs_i(inputs_i[31:16]), .selects_i(selects_i[3:0]));
    MUX_Nx2x1   m3  (.outputs_o(outputs_o), .inputs_i(temp), .select_i(selects_i[4]));
endmodule
`timescale 1ns/10ps
module MUX_Nx4x1(outputs_o, inputs_i, selects_i);
    parameter   INPUT_LENGTH    = 64;
    parameter   INPUT_WIDTH     = 4;
    parameter   SELECT_WIDTH    = $clog2(INPUT_WIDTH);
    output  logic [INPUT_LENGTH - 1 : 0]                        outputs_o;
    input   logic [INPUT_WIDTH - 1 : 0] [INPUT_LENGTH - 1 : 0]  inputs_i;
    input   logic [SELECT_WIDTH - 1 : 0]                        selects_i;
    logic [SELECT_WIDTH - 1 : 0] [INPUT_LENGTH - 1 : 0]         temp;
    MUX_Nx2x1   m1  (.outputs_o(temp[0]), .inputs_i(inputs_i[1:0]), .select_i(selects_i[0]));
    MUX_Nx2x1   m2  (.outputs_o(temp[1]), .inputs_i(inputs_i[3:2]), .select_i(selects_i[0]));
    MUX_Nx2x1   m3  (.outputs_o(outputs_o), .inputs_i(temp), .select_i(selects_i[1]));
endmodule
`timescale 1ns/10ps
module MUX_Nx8x1(outputs_o, inputs_i, selects_i);
    parameter   INPUT_LENGTH    = 64;
    parameter   INPUT_WIDTH     = 8;
    parameter   SELECT_WIDTH    = $clog2(INPUT_WIDTH);
    output  logic [INPUT_LENGTH - 1 : 0]                        outputs_o;
    input   logic [INPUT_WIDTH - 1 : 0] [INPUT_LENGTH - 1 : 0]  inputs_i;
    input   logic [SELECT_WIDTH - 1 : 0]                        selects_i;
    logic [1 : 0] [INPUT_LENGTH - 1 : 0]         temp;
    MUX_Nx4x1   m1  (.outputs_o(temp[0]), .inputs_i(inputs_i[3:0]), .selects_i(selects_i[1:0]));
    MUX_Nx4x1   m2  (.outputs_o(temp[1]), .inputs_i(inputs_i[7:4]), .selects_i(selects_i[1:0]));
    MUX_Nx2x1   m3  (.outputs_o(outputs_o), .inputs_i(temp), .select_i(selects_i[2]));
endmodule
`timescale 1ns/10ps
module D_FF (q, d, reset, clk);
    output  reg     q;
    input   reg     d;
    input   reg     reset;
    input   reg     clk;
    always_ff @(posedge clk)
        if (reset)
            q <= 0;
        else
            q <= d;
endmodule
`timescale 1ns/10ps
module E_D_FF (q_o, d_i, enable_i, reset_i, clk_i);
    output  logic   q_o;
    input   logic   d_i;
    input   logic   enable_i;
    input   logic   reset_i;
    input   logic   clk_i;
    logic           m_q;
    MUX_2x1     m1      (.out_o(m_q), .in_zero_i(q_o), .in_one_i(d_i), .select_i(enable_i));
    D_FF        d1      (.q(q_o), .d(m_q), .reset(reset_i), .clk(clk_i));
endmodule
`timescale 1ns/10ps
module REGISTER_N (q_o, d_i, enable_i, reset_i, clk_i);
    parameter   REG_LENGTH    = 64;
    output  logic   [REG_LENGTH - 1 : 0]     q_o; 
    input   logic   [REG_LENGTH - 1 : 0]     d_i;
    input   logic                            enable_i;
    input   logic                            reset_i;
    input   logic                            clk_i;
    genvar i;
    generate
        for (i = 0; i < REG_LENGTH; i++)
            E_D_FF  e_d_ff_i (.q_o(q_o[i]), .d_i(d_i[i]), .enable_i(enable_i), .reset_i(reset_i), .clk_i(clk_i));
    endgenerate
endmodule
`timescale 1ns/10ps
module RegisterFile (RD1_o, RD2_o, RR1_i, RR2_i, WR_i, WD_i, RegWrite_i, reset_i, clk_i);
    parameter   REGISTER_LENGTH     = 64;
    parameter   REGISTER_WIDTH      = 32;
    parameter   REGISTER_SEL        = $clog2(REGISTER_WIDTH);
    output  logic [REGISTER_LENGTH - 1 : 0]                     RD1_o;
    output  logic [REGISTER_LENGTH - 1 : 0]                     RD2_o;
    input   logic [REGISTER_SEL - 1 : 0]                        RR1_i;
    input   logic [REGISTER_SEL - 1 : 0]                        RR2_i;
    input   logic [REGISTER_SEL - 1 : 0]                        WR_i;
    input   logic [REGISTER_LENGTH - 1 : 0]                     WD_i;
    input   logic                                               RegWrite_i;
    input   logic                                               reset_i;
    input   logic                                               clk_i;
    logic [REGISTER_WIDTH - 1 : 0] [REGISTER_LENGTH - 1 : 0]    regFile;
    logic [REGISTER_WIDTH - 1 : 0]                              regEnables;
    genvar i;
    generate
        for (i = 0; i < REGISTER_WIDTH - 1; i++) begin
            REGISTER_N  reg_i   (.q_o(regFile[i]), .d_i(WD_i), .enable_i(regEnables[i]), .reset_i(reset_i), .clk_i(clk_i));
        end
    endgenerate
    assign regFile[31] = '0;
    DECODER_E_5x32  d1  (.out_o(regEnables), .in_i(WR_i), .enable_i(RegWrite_i));
    MUX_Nx32x1      m1  (.outputs_o(RD1_o), .inputs_i(regFile), .selects_i(RR1_i));
    MUX_Nx32x1      m2  (.outputs_o(RD2_o), .inputs_i(regFile), .selects_i(RR2_i));
endmodule
==> flow/config.mk <==
export PLATFORM = sky130hd
export DESIGN_NAME = RegisterFile
export DESIGN_NICKNAME = RegisterFile
export VERILOG_FILES = /design/flow/design.v
export SDC_FILE = /design/flow/constraint.sdc
export NUM_CORES = 4
export LEC_CHECK = 1
export CORE_UTILIZATION = 30
==> flow/constraint.sdc <==
current_design RegisterFile

set clk_period 13.8
set clk_io_pct 0.2

create_clock -name clk0 -period $clk_period [get_ports {clk_i}]

set non_clock_inputs [all_inputs -no_clocks]
set_input_delay [expr $clk_period * $clk_io_pct] -clock clk0 $non_clock_inputs
set_output_delay [expr $clk_period * $clk_io_pct] -clock clk0 [all_outputs]
==> flow/run.sh <==
#!/bin/bash
# OpenROAD 26Q1-2900-gdf79404cd8, Yosys 0.63+post, stock flow scripts
make -C /OpenROAD-flow-scripts/flow DESIGN_CONFIG=/design/flow/config.mk WORK_HOME=/design/flow/orfs finish
==> ci_impl_report.md <==
### Flow metrics

| Metric | Value |
|---|---|
| DR vias/cell | `approximately 5.7` |
| Synth warn | `1` |
| Max IR drop VDD | `roughly 0.00011 V` |
| Worst Path Arrival | `approximately 7 ns` |
| Ports | `about 210` |
| Resized Gates After CTS | `0` |
| Synth unique cells | `43` |
| TritonCTS Sinks | `between 1500 and 2000` |
| CTS root buffer | `clkbuf_16` |
| EDFF count, synth | `0` |
| Vias in the first global route | `around 85000` |
| Clock transition at path regs | `approximately 0.060 ns` |
| WL/cell | `26.8 µm` |
| Multi-input logic area | `about 0.056 mm²` |
| Pre-CTS WS | `4.07 ns` |
| Initial antenna violation count | `19` |
| Vias | `roughly 88000` |
| Post-CTS Setup Inserts | `0` |
| First-pass GRT wire length | `slightly below 600000 µm` |
| Area leader, netlist | `dfxtp_1` |
| PwrDens | `roughly 110 mW/mm²` |
| Cell total in the yosys stat output | `between 10000 and 15000` |
| Post-synth area from yosys stat | `a little over 0.1 mm²` |
| Max-cap violations | `0` |
| Die ar. | `between 0.3 and 0.4 mm²` |
| Min-delay worst type | `register to register` |
| Most frequent cells after synthesis | `nand2_1 (4055), dfxtp_1 (1984), a21oi_1 (1973)` |
| CTS buffer count | `~200` |
| GRT Util Overall | `0.248` |
| Post-DP HPWL | `244000 µm` |
| Worst Path Required | `roughly 11 ns` |
| Row count | `213` |
| Total grt overflow | `0` |
| Layout cells sized above 1 | `0.151` |
| Late-Pin Clk Latency | `between 0.8 and 0.9 ns` |
| Critical Path Sink Type | `primary output` |
| Fmax | `between 100 and 150 MHz` |
| Init Core Util | `0.302` |
| CP Launch Type | `input pin` |
| Final instance area | `about 0.11 mm²` |
| Top FF cell, synth | `dfxtp_1` |
| Worst setup margin | `slightly above 4 ns` |
| Fillers | `between 30000 and 40000` |
| Worst Path Class, Setup | `input pin to primary output` |
| Die width | `about 580 µm` |
| Number of DRC markers in iteration 0 | `around 8300` |
| Final setup vio count | `0` |
| Largest net degree at the start of global routing | `155` |
| Final ANT Viol Nets | `0` |
| Synth Seq Share | `0.390` |
| Minimum clock period | `between 9 and 10 ns` |
| Area leader share | `0.390` |
| Status | `completed` |
| Clock Path Buffers | `4` |
| Placer congestion estimate | `around 0.94` |
| Synth flops | `~2000` |
| Count leader, synth | `nand2_1` |
| Stage-log warning count | `38` |
| Top cells by area, synth | `dfxtp_1 (39%), mux4_2 (19%), nand2_1 (15%), a21oi_1 (9.7%), mux2i_1 (6.1%)` |
| Final WL | `about 420000 µm` |
| Setup TNS | `0 ns` |
| Avg Synthesized Cell Area | `around 8.9 µm²` |
| Worst Path Max Fanout | `between 40 and 50` |
| Relative slew slack | `0.307` |
| Placeable Area | `between 0.3 and 0.4 mm²` |
| Max-slew violation count | `0` |
| DRC | `0` |
| Post-placement cell area | `between 0.1 and 0.15 mm²` |
| CTS Hold Bufs | `0` |
| First-pass iteration count of the detailed router | `8` |
| Post-Syn Instances | `roughly 11000` |
| CTS tree | `built` |
| IO buf count | `209` |
| Worst-case clock skew | `0 ns` |
| Die H | `slightly below 600 µm` |
| Asr flop ratio synth | `0` |
| Area Growth Syn to Fin | `11.2%` |
| Cell area after synthesis | `about 0.10 mm²` |
| Final hold violations | `0` |
| H-tree Lvls | `4` |
| Least-Margin Pin Slew | `1.04 ns` |
| Setup repair after global routing missed its margin | `false` |
| Reg area | `between 0.03 and 0.04 mm²` |
| Leak | `~36 nW` |
| Tcrit/Tclk final | `0.707` |
[stage by stage]
step,utilization,instances,hold slack (ns),total power [mW]
after global routing,0.336,15550,0.476,12.8
final,0.336,15558,0.463,12.5
after CTS,0.336,15546,0.465,12.5
after global placement,0.316,15193,0.450,6.91
after detailed placement,0.316,15193,0.456,6.91
after floorplan,-,11418,0.443,6.56
[cell families (layout without fill, tap and decap cells)]
kind of cell           after synthesis  count (layout)  synth area share
and+or+nand+nor                   4187            4187             0.157
AOI/OAI and AO/OA                 2442            2442             0.135
DFF                               1984            1984             0.390
muxes                             1510            1510             0.255
buffers and inverters             1295             908            0.0631
other                                0              12                 0
[power by group]
group / internal, mW / leakage (nW) / switching, mW
Sequential: 5.77 / 16.0 / 0.0302
Clock: 3.26 / 3.28 / 2.46
Combinational: 0.302 / 16.9 / 0.711
[layer usage]
metal / up-vias / GRT usage / share of wire
li1: 38664 / - / -
met1: 43118 / 0.314 / 0.37
met2: 5307 / 0.351 / 0.43
met3: 1064 / 0.141 / 0.16
met4: 18 / 0.0962 / 0.049
met5: - / 0.00350 / 0.00061
[final timing paths]
check | slack, ns | cells past startpoint | end | start
setup / recovery | 4.04 | 9 | RD2_o[0] | RR2_i[0]
hold / removal | 0.46 | 2 | register | register
setup reg to reg | 13.08 | 2 | register | register
hold reg to reg | 0.46 | 2 | register | register
[placed cells by master (no fill, tap or decap), types with 10 or more instances in the layout]
cell type	instances
nand3_1	16
clkbuf_8	46
bufinv_16	17
a21oi_1	1973
o22ai_1	14
a21oi_2	32
o211ai_1	14
o21ai_0	36
mux2i_1	621
o2bb2ai_1	94
clkinv_2	33
nor2_4	20
a22oi_1	33
mux2_2	24
clkdlybuf4s50_1	199
nor2_1	19
buf_12	22
a221oi_1	18
o22a_1	99
o221ai_1	100
dfxtp_1	1984
diode_2	12
nand2_1	4022
nor3_4	10
nor2b_1	11
nand2b_1	27
clkbuf_16	203
clkbuf_1	40
mux4_2	865
buf_4	320
nand2_4	32
[cell type report]
type	count	share of cell area
clock buffer	289	0.0518
inverter	4	0.000177
clock inverter	64	0.00708
timing repair buffer	551	0.0441
sequential	1984	0.351
tap	4515	0.0499
multi-input combinational	8139	0.496
antenna	12	0.000265
[worst max-delay path: stages]
cell and delay (ns):
buf_8 0.40, buf_4 0.64, buf_4 0.68, buf_4 0.72, mux4_2 0.60, mux2i_1 0.14, o22a_1 0.15, o221ai_1 0.29
clkdlybuf4s50_1 0.53
Power figures rest on the tool's default switching activity, not on a simulated workload.
